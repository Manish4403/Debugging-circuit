--- /design/flow/design.v ---
`timescale 1ns/1ps
module FSM(button,clk,timer_reset, Debounced, timer_done,reset);
    input button,clk,reset,timer_done;
    output timer_reset, Debounced;
    reg [3:0]shift_reg, next_state;
    parameter [3:0] s0 = 4'b0001,
                    s1 = 4'b0010,
                    s2 = 4'b0100,
                    s3 = 4'b1000;
    always @(posedge clk) begin
        if(reset)
            shift_reg <= s0;
        else
            shift_reg <= next_state;
    end
    always @(*)begin
        case(shift_reg)
             s0: begin
                    if(~button)
                        next_state = s0;
                    else
                        next_state = s1;
                 end
             s1: begin
                    if(button && timer_done)
                        next_state = s2;
                    else if(button && ~timer_done)
                        next_state = s1;
                    else if(~button)
                        next_state = s0; 
                 end
              s2: begin
                    if(button)
                        next_state = s2;
                    else
                        next_state = s3;
                  end
              s3: begin
                    if(~button && ~timer_done)
                        next_state = s3;
                    else if(~button && timer_done)
                        next_state = s0;
                    else if(button)
                        next_state = s2;
                  end
              default: next_state = s0;
        endcase
    end
    assign timer_reset = (shift_reg == s0) || (shift_reg == s2);
    assign Debounced = (shift_reg == s3) || (shift_reg == s2);
endmodule
--- /design/flow/run.sh ---
#!/bin/bash
# OpenROAD 26Q1-2900-gdf79404cd8, Yosys 0.63+post, stock flow scripts
make -C /OpenROAD-flow-scripts/flow DESIGN_CONFIG=/design/flow/config.mk WORK_HOME=/design/flow/orfs finish
--- /design/flow/config.mk ---
export PLATFORM = sky130hd
export DESIGN_NAME = FSM
export DESIGN_NICKNAME = FSM
export VERILOG_FILES = /design/flow/design.v
export SDC_FILE = /design/flow/constraint.sdc
export NUM_CORES = 4
export LEC_CHECK = 1
export CORE_AREA = 10 10 70 70
export DIE_AREA = 0 0 80 80
--- /design/flow/constraint.sdc ---
current_design FSM

set clk_period 2.0
set clk_io_pct 0.2

create_clock -name clk0 -period $clk_period [get_ports {clk}]

set non_clock_inputs [all_inputs -no_clocks]
set_input_delay [expr $clk_period * $clk_io_pct] -clock clk0 $non_clock_inputs
set_output_delay [expr $clk_period * $clk_io_pct] -clock clk0 [all_outputs]
==> flow_summary.json <==
{
  "outcome": "finished clean",
  "worstHoldEndpoint": "shift_reg[3]",
  "utilization_pct": 14.5,
  "die_h_um": 80,
  "critical_path.slowest_cell": "dfxtp_1",
  "via_per_inst": 2.94,
  "drv_cap": 0,
  "grt_pass1_wl_um": 1020,
  "fin_ws_ns": 0.0636,
  "required_ns": 1.60,
  "synthDistinctLibCells": 25,
  "hp-class": "in2reg",
  "core.rowCount": 21,
  "die_w_um": 80,
  "dieArea_um2": 6400,
  "regToRegEndpoint": "shift_reg[0]",
  "routedWlPerCell_um": 7.27,
  "dp.cells": 92,
  "dpl.hpwl_um": 568,
  "h-tree-depth": 1,
  "drt_pass1_iterations": 3,
  "top_area_cell": "dfxtp_1",
  "max_clock_freq_mhz": 516,
  "syn_inst": 41,
  "fin_cells": 95,
  "ant_nets": 0,
  "worstPathMaxFanout": 9,
  "finalWirelength_um": 691,
  "tns_ns": 0,
  "yosys_area_um2": 383,
  "drt_iter0_markers": 20,
  "post-route-period-util_pct": 96.8,
  "crit_type": "reg2out",
  "r2r_start": "shift_reg[0]",
  "clk_transition_reported_paths_ns": 0.04,
  "hold_viol": 0,
  "final_layout_top_logic_cells": "nor2b_1, clkdlybuf4s50_1, dlxtn_1, conb_1",
  "cts-root-to-sink-buffers": 2,
  "setup_viol": 0,
  "synth_area_um2": 383,
  "slew_violations": 0,
  "syn_avg_cell_area_um2": 9.34,
  "cp.arrival_ns": 1.54,
  "ff2ff_path_depth": 5,
  "grt_antenna_before_repair": 0,
  "vdd_drop_max_uv": 98.9,
  "drive_above_1_share_pct": 16.3,
  "globalRouteOverflowTotal": 0,
  "grt_pass1_vias": 234,
  "power.density_nw_per_um2": 432,
  "p_leak_nw": 0.169,
  "untimed_endpoints": 4,
  "unclocked_pins": 4,
  "rrSetupSlack_ns": 0.35,
  "yosys_cells": 41,
  "ys_ff": 8,
  "warning_count": 25,
  "power_uw": 214,
  "clockRootBuffer": "clkbuf_4",
  "whs_path_depth": 2,
  "grt_start_max_net_pins": 11,
  "yosys-top-cells-area": "dfxtp_1, dlxtn_1, nor2b_1, nor4b_4, buf_6",
  "rsz0062_at_grt": "false",
  "worstPathCellList": "xnor2_1 > nor3_1 > clkdlybuf4s50_1",
  "syn_to_final_growth_pct": 29.4,
  "vias": 279,
  "min_from": "reset",
  "drc": 0,
  "cts_tree": "built",
  "crit_path_start_kind": "flop",
  "synth_top_area_share_pct": 20.9,
  "ys_warn_count": 1,
  "grt.total_usage_pct": 1.97,
  "ctsHoldBuffers": 0,
  "port_buffers": 5,
  "detailedPlace.worstSlack_ns": -0.0753,
  "max_stage_delay_ns": 0.53,
  "core_um2": 3420,
  "cts_buffers": 3,
  "gp_congestion": 0.692,
  "worstSetupEndpointType": "output port",
  "initCoreUtil_pct": 11.2,
  "io_pins": 6,
  "antenna-diode-count": 0,
  "period_needed_ns": 1.94
}
## critical path, delay by kind of cell (launching register included)
kind,cells,cell delay (ns)
flops,1,0.53
buf+inv,1,0.49
simple gates,1,0.15
xor+xnor,1,0.12
## report_power, final
part / internal (mW) / switching (mW)
Combinational: 0.0145 / 0.00900
Sequential: 0.0866 / 0.00417
Clock: 0.0671 / 0.0327
## how the worst max path moves through the flow
stage / from / cells after the start / end / slack (ns)
5_1_grt: shift_reg[0] / 3 / timer_reset / 0.005
4_1_cts: shift_reg[0] / 3 / timer_reset / 0.05
6_report: shift_reg[0] / 3 / timer_reset / 0.06
## metrics by stage
stage | cell area (µm²) | hold slack (ns)
2_1_floorplan | 394 | 0.472
4_1_cts | 494 | 0.768
5_1_grt | 495 | 0.787
3_5_place_dp | 472 | 1.02
3_3_place_gp | 472 | 1.01
6_report | 495 | 0.770
## metal layers
layer	vias to the layer above	routed length (µm)	global-route usage, %
met5	-	0	0
met1	120	300	2.20
met4	0	26	0.880
li1	149	-	-
met2	6	330	3.05
met3	4	34	1.02
## synth_stat cells (all sizes together)
cell type and n:
conb 1, nor4b 1, inv 1, xor2 1, nand2 1, dfxtp 4
nor2b 5, a211oi 1, nor3b 2, o21ai 1, nor3 2, xnor2 2
a21oi 2, nor4 1, nand2b 2, dlxtn 4, or2b 1, or3 1
o21a 1, and3b 1, nor2 1, buf 3, or2 1, o22a 1
## cells by family (layout without fill, tap and decap cells)
logic type,Yosys count,after routing,share of synthesized area (%)
flip-flops,4,4,20.9
AND-OR/OR-AND,6,6,11.4
other,1,4,0.979
buffers and inverters,4,9,8.82
XOR/XNOR,3,3,6.86
AND/OR/NAND/NOR,19,19,35.3
latches,4,4,15.7
## timing repair
action,in CTS,in global routing
setup buffers,0,0
gates resized,0,1
setup endpoints to repair,0,2
## cell type report
cell class | count | area (µm²)
Sequential cell | 8 | 141
Inverter | 1 | 3.75
Fill cell | 397 | 2920
Tap cell | 46 | 57.6
Clock buffer | 3 | 22.5
Timing Repair Buffer | 5 | 50.0
Multi-Input combinational cell | 32 | 220
