===== ./run.sh =====
#!/bin/bash
# OpenROAD 26Q1-2900-gdf79404cd8, Yosys 0.63+post, stock flow scripts
make -C /OpenROAD-flow-scripts/flow DESIGN_CONFIG=/design/flow/config.mk WORK_HOME=/design/flow/orfs finish

===== ./config.mk =====
export PLATFORM = sky130hd
export DESIGN_NAME = Timer
export DESIGN_NICKNAME = Timer
export VERILOG_FILES = /design/flow/design.v
export SDC_FILE = /design/flow/constraint.sdc
export NUM_CORES = 4
export LEC_CHECK = 1
export CORE_AREA = 10 10 82 82
export DIE_AREA = 0 0 92 92

===== ./constraint.sdc =====
current_design Timer

set clk_period 5.2
set clk_io_pct 0.2

create_clock -name clk0 -period $clk_period [get_ports {clk}]

set non_clock_inputs [all_inputs -no_clocks]
set_input_delay [expr $clk_period * $clk_io_pct] -clock clk0 $non_clock_inputs
set_output_delay [expr $clk_period * $clk_io_pct] -clock clk0 [all_outputs]

===== ./design.v =====
`timescale 1ns / 1ps
module Timer(clk, reset, enable, done);
    input clk,reset,enable;
    output done;
    reg [20:0]count; 
    reg [0:0]count_next;
    always @(posedge clk)
    begin
        if(reset)begin
            count <= 0;
            count_next <= 0;
            end
        else if(count == 1999999)
            begin
                count_next <= 1'b1;
                count <= 0;
            end
        else if(enable)begin
            count <= count + 1;
            count_next <= 0;
            end
     end
     assign done = count_next ? 1'b1 : 1'b0;
endmodule

==> Slide: Implementation Results <==
Flow Results at a Glance

Outcome
  – Outcome: completed

Global routing
  – Global-route wire length before repair: 3.59 mm
  – Gr ovfl total: 0
  – Largest net degree at the start of global routing: 20
  – Initial antenna violation count: 0
  – GRT Util Overall: 4.74%
  – Vias in the first global route: 799

Timing
  – Final Hold Viols: 0
  – Skew final: 0.00506 ns
  – Tightest Pin Transition: 0.843 ns
  – Slew Limit Fails: 0
  – Worst hold slack: 0.505 ns
  – Final worst setup slack: 2.19 ns
  – Fmax: 332 MHz
  – Final setup vio count: 0
  – Fin Setup TNS: 0 ns
  – Final critical-path required period: 3.01 ns
  – RSZ-0062 raised after global routing: no
  – Worst slew margin: 43.3%
  – Period utilization: 57.9%

Route
  – Final ANT Viol Nets: 0
  – Detailed Route WL: 2.03 mm
  – Via Count: 909
  – Drt wl/cell: 10.3 um
  – Antenna Cells: 0
  – 1st-iter DRT viols: 55
  – DRC Markers: 0
  – Vias per Instance: 4.61
  – DR pass1 iterations: 4

Synthesis
  – Post-Syn Area: 1080 um^2
  – Yosys reg bits: 22
  – Yosys chip area: 1080 um^2
  – Synth warnings: 1
  – Cell type with the largest total area: dfxtp_1
  – Synth Seq Share: 40.9%
  – Ys cells: 124
  – Synth area leaders: dfxtp_1, xnor2_1, nor2_1, nand4_1, nor3_1
  – Syn_area_per_cell: 8.69 um^2
  – Area leader share: 40.9%
  – Distinct lib cells used: 31
  – Gate Count Post-Synth: 124

Power
  – Pwr per Cell Area: 236 nW/um^2
  – Leakage: 0.000344 uW
  – Worst VDD drop: 64.5 uV

Cells and area
  – Commonest Layout Cell: dfxtp_1
  – Util after Layout: 23.9%
  – Synth-to-Final Area Change: 12.8%
  – Top Layout Cells: dfxtp_1, nor2_1, xnor2_1
  – Layout cells sized above 1: 5.51%
  – Post-route cell area: 1210 um^2
  – Fillers: 560

Die
  – Total die size: 8460 um^2
  – Core area: 5070 um^2
  – Ports: 4
  – Width of the chip: 92 um
  – Die Ht: 92 um
  – # rows: 26
  – Initial Util: 21.2%

Critical path
  – Reg-to-Reg Start: count[0]$_SDFFE_PP0P_
  – Slowest CP cell: nor4_1
  – Worst Setup SP: enable
  – Sequence of cells on the critical path: clkdlybuf4s50_1 -> nand4_1 -> nor4_1 -> and3_1 -> nor3_1
  – CP peak stage delay: 0.82 ns
  – CP Capture Type: flop
  – R2R depth: 5
  – WP data required: 5.35 ns
  – Worst-path maximum fanout: 7
  – Worst Setup Start Kind: input pin
  – Crit path capture: count[20]$_SDFFE_PP0P_
  – Worst Path Class, Setup: input pin to flop
  – CP arrival: 3.17 ns
  – Reg2reg end: count[9]$_SDFFE_PP0P_
  – Setup slack, reg-to-reg: 2.93 ns

Clocking
  – CTS tree: built
  – Postcts setup bufs: 0
  – CTS Buf Count: 3
  – Post_cts resized: 0
  – CTS Sinks: 22
  – CTS root buf: clkbuf_8
  – Clock latency (worst-skew pair): 0.26 ns
  – Hold buffer count at CTS: 0
  – Clock slew at reported path FFs: 0.08 ns
  – H-tree level count: 1
  – Bufs on Longest Clock Path: 2

Hold path
  – Type of the most critical hold path: flop to flop

Placement
  – Port Buffers: 3
  – DP Area: 1170 um^2
  – DPL Wire Length: 1.40 mm
  – Setup WS pre-CTS: 1.95 ns
  – Routability cong.: 0.758

Run
  – Maximum capacitance violations: 0
  – Tool warning count: 25
## flip-flops by register name (all words and copies together) (netlist names)
register and count:
count 21, count_next 1
## cells in the mapped netlist
cell type  number
o221ai_1        2
or4b_1          1
and4_1          2
nor2_1         20
mux2i_1         2
o41ai_1         1
nor4_1          3
nand3_1         5
a21oi_1         5
xor2_1          3
o21ai_0         4
or3b_1          1
ha_1            1
nand4b_1        3
o2bb2ai_1       1
nand4_1         6
buf_2           2
inv_1           3
or3_2           2
and3_1          3
o21ai_2         1
nand4_4         1
xnor2_1        10
and2_1          2
nand2_1         8
nor3_1          6
buf_6           1
or4_1           1
dfxtp_1        22
or3_1           1
nor4b_1         1
## kinds of logic after synthesis
family                   Yosys count  synth area share [%]
flip-flops                        22                  40.9
buffers and inverters              6                  3.02
adder cells (fa/ha/maj)            1                  1.16
AND/OR/NAND/NOR                   66                  34.3
AND-OR/OR-AND                     14                  8.25
multiplexers                       2                  1.86
XOR/XNOR                          13                  10.6
## stage by stage
step                total power [uW]  std cells
floorplan                        184        124
CTS                              289        197
finish                           286        197
detailed placement               186        194
global route                     295        197
global placement                 186        194
## power breakdown
part / total, uW / internal, uW / switching, uW / leakage [uW]
sequential: 172 / 170 / 2.31 / 0.000178
clock: 104 / 51.6 / 52.8 / 0.0000216
combinational: 9.72 / 4.08 / 5.64 / 0.000145
total: 286 / 226 / 60.7 / 0.000344
## worst min-delay path by stage
| stage | startpoint | endpoint | slack, ns | cells past startpoint |
|---|---|---|---|---|
| CTS | count[19]$_SDFFE_PP0P_ | count[19]$_SDFFE_PP0P_ | 0.50 | 2 |
| finish | count[19]$_SDFFE_PP0P_ | count[19]$_SDFFE_PP0P_ | 0.51 | 2 |
| global route | count[19]$_SDFFE_PP0P_ | count[19]$_SDFFE_PP0P_ | 0.55 | 2 |
## final cells by class
type	count	area (um^2)	share of cell area, %
multi-input cells	96	604	49.7
inverters	3	11.3	0.927
repair buffers	3	30.0	2.47
flip-flops and latches	22	440	36.3
well taps	70	87.6	7.21
clock buffers	3	41.3	3.40
## metal layers
layer | track usage [%] | part of all wire [%] | up-vias
met3 | 0.165 | 3.4 | 2
met4 | 1.03 | 1.4 | 0
met5 | 0 | 0 | -
met1 | 6.88 | 52 | 430
li1 | - | - | 454
met2 | 7.71 | 43 | 23
## worst max-delay path: cells and delay by family
kind / cells / cell delay, ns
and+or+nand+nor: 4 / 1.46
buffers and inverters: 1 / 0.66
Power figures rest on the tool's default switching activity, not on a simulated workload.
